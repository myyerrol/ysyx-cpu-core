$ cat flow/run.sh
#!/bin/bash
# OpenROAD 26Q1-2900-gdf79404cd8, Yosys 0.63+post, stock flow scripts
make -C /OpenROAD-flow-scripts/flow DESIGN_CONFIG=/design/flow/config.mk WORK_HOME=/design/flow/orfs finish
$ cat flow/config.mk
export PLATFORM = sky130hd
export DESIGN_NAME = AXI4LiteM
export DESIGN_NICKNAME = AXI4LiteM
export VERILOG_FILES = /design/flow/design.v
export SDC_FILE = /design/flow/constraint.sdc
export NUM_CORES = 4
export LEC_CHECK = 1
export CORE_AREA = 10 10 250 250
export DIE_AREA = 0 0 260 260
$ cat flow/constraint.sdc
current_design AXI4LiteM

set clk_period 3.4
set clk_io_pct 0.2

create_clock -name clk0 -period $clk_period [get_ports {iClock}]

set non_clock_inputs [all_inputs -no_clocks]
set_input_delay [expr $clk_period * $clk_io_pct] -clock clk0 $non_clock_inputs
set_output_delay [expr $clk_period * $clk_io_pct] -clock clk0 [all_outputs]
$ cat flow/design.v
module AXI4LiteM(
    input  wire                       iClock,
    input  wire                       iReset,
    input  wire [2 - 1 : 0] iMode,
    input  wire                       iRdValid,
    input  wire [64 - 1 : 0] iRdAddr,
    input  wire                       iWrValid,
    input  wire [64 - 1 : 0] iWrAddr,
    input  wire [64 - 1 : 0] iWrData,
    input  wire [64 / 8 - 1 : 0] iWrMask,
    output wire [64 - 1 : 0] oRdData,
    output wire [2 - 1 : 0] oRdResp,
    output wire [2 - 1 : 0] oWrResp,
    input  wire                       pAXI4_ar_ready,
    output wire                       pAXI4_ar_valid,
    output wire [64 - 1 : 0] pAXI4_ar_bits_addr,
    input  wire                       pAXI4_r_valid,
    input  wire [64 - 1 : 0] pAXI4_r_bits_data,
    input  wire [2 - 1 : 0] pAXI4_r_bits_resp,
    output wire                       pAXI4_r_ready,
    input  wire                       pAXI4_aw_ready,
    output wire                       pAXI4_aw_valid,
    output wire [64 - 1 : 0] pAXI4_aw_bits_addr,
    input  wire                       pAXI4_w_ready,
    output wire                       pAXI4_w_valid,
    output wire [64 - 1 : 0] pAXI4_w_bits_data,
    output wire [64 / 8 - 1 : 0] pAXI4_w_bits_strb,
    input  wire                       pAXI4_b_valid,
    input  wire [2 - 1 : 0] pAXI4_b_bits_resp,
    output wire                       pAXI4_b_ready
);
    always @(posedge iClock) begin
    end
    parameter P_STATE_IDLE     = 'd0;
    parameter P_STATE_RD_ADDR  = 'd1;
    parameter P_STATE_RD_DATA  = 'd2;
    parameter P_STATE_RD_END   = 'd3;
    parameter P_STATE_WR_ADDR  = 'd1;
    parameter P_STATE_WR_DATA  = 'd2;
    parameter P_STATE_WR_END   = 'd3;
    reg [2 : 0] r_state_rd_curr;
    reg [2 : 0] r_state_rd_next;
    reg [2 : 0] r_state_wr_curr;
    reg [2 : 0] r_state_wr_next;
    wire                       w_awvalid;
    wire [64 - 1 : 0] w_awaddr;
    wire [64 - 1 : 0] w_wdata;
    wire [64 / 8 - 1 : 0] w_wstrb;
    wire                       w_rd_start;
    wire                       w_rd_last;
    wire                       w_rd_addr_handshake;
    wire                       w_rd_data_handshake;
    wire                       w_wr_start;
    wire                       w_wr_last;
    wire                       w_wr_addr_handshake;
    wire                       w_wr_data_handshake;
    wire                       w_wr_resp_handshake;
    reg                       r_arvalid;
    reg [64 - 1 : 0] r_araddr;
    reg                       r_rready;
    reg [64 - 1 : 0] r_rdata;
    reg                       r_awvalid;
    reg [64 - 1 : 0] r_awaddr;
    reg                       r_wvalid;
    reg [64 - 1 : 0] r_wdata;
    reg [64 / 8 - 1 : 0] r_wstrb;
    reg                       r_bready;
    assign oRdData             = (iReset) ? 64'b0 : r_rdata;
    assign oRdResp             = pAXI4_r_bits_resp;
    assign oWrResp             = pAXI4_b_bits_resp;
    assign pAXI4_ar_valid      = r_arvalid;
    assign pAXI4_ar_bits_addr  = r_araddr;
    assign pAXI4_r_ready       = r_rready;
    assign pAXI4_aw_valid      = r_awvalid;
    assign pAXI4_aw_bits_addr  = r_awaddr;
    assign pAXI4_w_valid       = r_wvalid;
    assign pAXI4_w_bits_data   = w_wdata;
    assign pAXI4_w_bits_strb   = w_wstrb;
    assign pAXI4_b_ready       = 1'b1;
    assign w_awaddr            = (iReset) ? 64'b0 : iWrAddr;
    assign w_wdata             = (iReset) ? 64'b0 : iWrData;
    assign w_wstrb             = (iReset) ? 64 / 8'b0 : iWrMask;
    assign w_rd_start          = iRdValid;
    assign w_rd_last           = r_rready;
    assign w_rd_addr_handshake = pAXI4_ar_valid && pAXI4_ar_ready;
    assign w_rd_data_handshake = pAXI4_r_valid  && pAXI4_r_ready;
    assign w_wr_start          = iWrValid;
    assign w_wr_last           = w_wr_data_handshake;
    assign w_wr_addr_handshake = pAXI4_aw_valid && pAXI4_aw_ready;
    assign w_wr_data_handshake = pAXI4_w_valid  && pAXI4_w_ready;
    assign w_wr_resp_handshake = pAXI4_b_valid  && pAXI4_b_ready;
    always @(posedge iClock) begin
        if (iReset) begin
            r_arvalid <= 1'b0;
        end
        else if (w_rd_start) begin
            r_arvalid <= 1'b1;
        end
        else if (w_rd_addr_handshake) begin
            r_arvalid <= 1'b0;
        end
        else begin
            r_arvalid <= r_arvalid;
        end
    end
    always @(posedge iClock) begin
        if (iReset) begin
            r_araddr <= 64'b0;
        end
        else if (w_rd_start) begin
            r_araddr <= iRdAddr;
        end
        else begin
            r_araddr <= r_araddr;
        end
    end
    always @(posedge iClock) begin
        if (iReset) begin
            r_rready <= 1'b0;
        end
        else if (w_rd_addr_handshake) begin
            r_rready <= 1'b1;
        end
        else if (w_rd_last) begin
            r_rready <= 1'b0;
        end
        else begin
            r_rready <= r_rready;
        end
    end
    always @(posedge iClock) begin
        if (iReset) begin
            r_rdata <= 64'b0;
        end
        else if (w_rd_data_handshake) begin
            r_rdata <= pAXI4_r_bits_data;
        end
        else begin
            r_rdata <= r_rdata;
        end
    end
    always @(posedge iClock) begin
        if (iReset) begin
            r_awvalid <= 1'b0;
        end
        else if (w_wr_start) begin
            r_awvalid <= 1'b1;
        end
        else if (w_wr_addr_handshake) begin
            r_awvalid <= 1'b0;
        end
        else begin
            r_awvalid <= r_awvalid;
        end
    end
    always @(posedge iClock) begin
        if (iReset) begin
            r_awaddr <= 64'b0;
        end
        else if (w_wr_start) begin
            r_awaddr <= iWrAddr;
        end
        else begin
            r_awaddr <= r_awaddr;
        end
    end
    always @(posedge iClock) begin
        if (iReset) begin
            r_wvalid <= 1'b0;
        end
        else if (w_wr_addr_handshake) begin
            r_wvalid <= 1'b1;
        end
        else if (w_wr_last) begin
            r_wvalid <= 1'b0;
        end
        else begin
            r_wvalid <= r_wvalid;
        end
    end
endmodule
==> results.txt <==
yosys + openroad results -> # Post-CTS Setup Buffers 0, non-filler instance count after layout between 2000 and 2500, Pint approximately 4300 uW, CTS tree done, worst-margin pin slew roughly 610 ps, Gate Count Post-Synth a little under 800, total CTS buffers 17, clock power share 40.1%, Tcrit/Tclk final around four fifths, Leak 0.00574 uW, placed cells 2011, Fmax roughly 360 MHz, skew final roughly 7.6 ps, final hold viol count 0, vias in the first global route slightly above 7000, RSZ-0062 raised after global routing false, Synth warnings 1, Iter 0 DRT Violations roughly 270, gpl congestion 0.869, vias per cell between 3 and 4, outcome complete, no violations, Hold WS about 480 ps, DRT Wirelength 32.5 mm, GR Overflow Total 0, Avg WL per Cell ~16 um, # resized after CTS 0, first-pass GRT wire length 46.3 mm, post-cts hold buffer count 0, DRT antenna net count 0, Vias approximately 7000, Core Area 0.0567 sq mm, Tot GR Track Use about 9.0%, Switch Pwr between 1000 and 1500 uW, Synth Seq Share between 40% and 50%, # Cells Yosys 790, htree depth 4, CTS max path bufs 2, Final Slew Violations 0, post-layout util approximately a quarter, most common logic cells in the final layout clkdlybuf4s50_1, dfxtp_1, nor2b_1, CP Capture Type output port, HP Class flip-flop to flip-flop, Init Core Util about 14%, max_slew headroom just under 60%, Sequential Power Share 43.6%, detailed placement HPWL 25.4 mm, OpenROAD warnings 28, fillers about 5900, Crit Path Max Fanout 77, Worst Path Required around 2700 ps, Seq cells post-synth roughly 200, area grow syn2layout 79.4%, syn avg cell area a little over 10 sq um, Worst-Skew Late Latency approximately 480 ps, number of max-cap violations 0, Startpoint Class input port, die width around 260 um, most instantiated logic cell after routing clkdlybuf4s50_1, cell area after synthesis around 0.0082 sq mm, # rows between 80 and 90, Post-DP Area between 0.01 and 0.015 sq mm, number of port buffers roughly 520, Cell variety after synth 17, # clock sinks roughly 200, design area ~0.015 sq mm, Die Ht ~260 um, Crit Path Class input port to output port, setup TNS 0 ps, Pre-antenna DRT Iters 6, Root Buffer clkbuf_16, chip area between 0.06 and 0.07 sq mm, I/O pin count around 550, Yosys chip area 0.00816 sq mm, minimum clock period about 2800 ps, VDD IR-drop max 0.375 mV, DRC Markers 0, # setup viols final 0, Crit path arrival time between 2000 and 2500 ps, layout cell share with drive strength beyond 1 about 8%, antenna violations before repair 3, largest net degree at the start of global routing a little under 80, Gate power share approximately 16%, Reg clk slew, reported paths ~70 ps, Switching Share between 20% and 30%, PwrDens ~380 mW/mm^2
[cells in the mapped netlist]
master / count / area, sq um
buf_6: 14 / 158
and3b_1: 1 / 8.76
nand2b_1: 3 / 18.8
nor2_1: 128 / 480
a21oi_1: 3 / 15.0
mux2_1: 4 / 45.0
inv_1: 2 / 7.51
dfxtp_1: 196 / 3920
mux2_2: 60 / 676
buf_4: 24 / 180
nor2b_1: 192 / 1200
buf_2: 26 / 130
and2_1: 1 / 6.26
nand2_1: 1 / 3.75
conb_1: 1 / 3.75
mux2i_1: 128 / 1280
clkbuf_1: 6 / 22.5
[flip-flops by register name, indices dropped and copies added (netlist names)]
name       cells
r_arvalid      1
r_rready       1
r_araddr      64
r_awvalid      1
r_wvalid       1
r_awaddr      64
r_rdata       64
[routing by layer]
layer / vias to the layer above / track usage, % / routed length, um
met5: - / 1.46 / 131
met4: 2 / 1.19 / 470
met3: 23 / 4.97 / 4050
met2: 311 / 13.9 / 14700
met1: 3182 / 11.1 / 13200
li1: 3499 / - / -
[final timing paths]
| path | start | endpoint | slack [ps] | cells past startpoint |
|---|---|---|---|---|
| setup / recovery | iReset | pAXI4_w_bits_data[11] | 640 | 4 |
| hold / removal | r_wvalid | r_wvalid | 480 | 2 |
| setup reg to reg | r_rready | r_rdata[12] | 1740 | 3 |
| hold reg to reg | r_wvalid | r_wvalid | 480 | 2 |
[cells by family (layout without fill, tap and decap cells)]
kind of cell	after synthesis	after routing	share of synthesized area, %
simple gates	326	326	21.1
other cells	1	3	0.0459
compound gates	3	3	0.184
flops	196	196	48.1
mux	192	192	24.5
buf+inv	72	567	6.10
[power by group through the flow]
stage | Sequential, uW | Clock (uW) | Combinational (uW)
after global routing | 2460 | 2450 | 991
final | 2450 | 2250 | 915
after CTS | 2450 | 2370 | 934
[worst max-delay path: stages]
cell,delay [ps]
buf_8,210
buf_4,280
nor2b_1,300
clkdlybuf4s50_1,540
[per-stage QoR]
step	worst slack [ps]	power (uW)
after floorplan	1430	2770
after global placement	713	3420
after detailed placement	715	3420
after CTS	701	5750
after global routing	626	5900
final	644	5610
[layout make-up]
type | instances | area (sq um) | share of cell area (%)
timing repair buffer | 535 | 5390 | 36.8
sequential | 196 | 3920 | 26.8
tap | 756 | 946 | 6.46
inverter | 2 | 7.51 | 0.0513
antenna | 2 | 5.00 | 0.0342
multi-input combinational | 522 | 3740 | 25.6
clock buffer | 18 | 429 | 2.93
clock inverter | 12 | 203 | 1.38
Power figures rest on the tool's default switching activity, not on a simulated workload.
