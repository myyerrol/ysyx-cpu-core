### flow/config.mk
export PLATFORM = sky130hd
export DESIGN_NAME = AXI4LiteS
export DESIGN_NICKNAME = AXI4LiteS
export VERILOG_FILES = /design/flow/design.v
export SDC_FILE = /design/flow/constraint.sdc
export NUM_CORES = 4
export LEC_CHECK = 1
export CORE_AREA = 10 10 216 216
export DIE_AREA = 0 0 226 226
### flow/constraint.sdc
current_design AXI4LiteS

set clk_period 1.1
set clk_io_pct 0.2

create_clock -name clk0 -period $clk_period [get_ports {iClock}]

set non_clock_inputs [all_inputs -no_clocks]
set_input_delay [expr $clk_period * $clk_io_pct] -clock clk0 $non_clock_inputs
set_output_delay [expr $clk_period * $clk_io_pct] -clock clk0 [all_outputs]
### flow/design.v
module AXI4LiteS(
    input  wire                       iClock,
    input  wire                       iReset,
    input  wire [2 - 1 : 0] iMode,
    input  wire [64 - 1 : 0] iRdData,
    input  wire [2 - 1 : 0] iResp,
    output wire [64 - 1 : 0] oRdAddr,
    output wire [64 - 1 : 0] oWrAddr,
    output wire [64 - 1 : 0] oWrData,
    output wire [64 / 8 - 1 : 0] oWrMask,
    input  wire                       pAXI4_ar_valid,
    input  wire [64 - 1 : 0] pAXI4_ar_bits_addr,
    output wire                       pAXI4_ar_ready,
    input  wire                       pAXI4_r_ready,
    output wire                       pAXI4_r_valid,
    output wire [64 - 1 : 0] pAXI4_r_bits_data,
    output wire [2 - 1 : 0] pAXI4_r_bits_resp,
    input  wire                       pAXI4_aw_valid,
    input  wire [64 - 1 : 0] pAXI4_aw_bits_addr,
    output wire                       pAXI4_aw_ready,
    input  wire                       pAXI4_w_valid,
    input  wire [64 - 1 : 0] pAXI4_w_bits_data,
    input  wire [64 / 8 - 1 : 0] pAXI4_w_bits_strb,
    output wire                       pAXI4_w_ready,
    input  wire                       pAXI4_b_ready,
    output wire                       pAXI4_b_valid,
    output wire [2 - 1 : 0] pAXI4_b_bits_resp
);
    wire w_rd_addr_handshake;
    wire w_rd_data_handshake;
    wire w_wr_addr_handshake;
    wire w_wr_data_handshake;
    wire w_wr_resp_handshake;
    reg                       r_arready;
    reg                       r_rvalid;
    reg                       r_awready;
    reg                       r_wready;
    reg                       r_bvalid;
    reg [64 - 1 : 0] r_addr;
    reg [2 - 1 : 0] r_rd_resp;
    reg [2 - 1 : 0] r_wr_resp;
    assign oRdAddr           = pAXI4_ar_bits_addr;
    assign oWrAddr           = pAXI4_aw_bits_addr;
    assign oWrData           = pAXI4_w_bits_data;
    assign oWrMask           = pAXI4_w_bits_strb;
    assign pAXI4_ar_ready    = r_arready;
    assign pAXI4_r_valid     = r_rvalid;
    assign pAXI4_r_bits_data = iRdData;
    assign pAXI4_r_bits_resp = 2'd0;
    assign pAXI4_aw_ready    = r_awready;
    assign pAXI4_w_ready     = r_wready;
    assign pAXI4_b_valid     = r_bvalid;
    assign pAXI4_b_bits_resp = 2'd0;
    assign w_rd_addr_handshake = pAXI4_ar_valid && pAXI4_ar_ready;
    assign w_rd_data_handshake = pAXI4_r_valid  && pAXI4_r_ready;
    assign w_wr_addr_handshake = pAXI4_aw_valid && pAXI4_aw_ready;
    assign w_wr_data_handshake = pAXI4_w_valid  && pAXI4_w_ready;
    assign w_wr_resp_handshake = pAXI4_b_valid  && pAXI4_b_ready;
    always @(posedge iClock) begin
        if (iReset) begin
            r_arready <= 1'b1;
        end
        else if (w_rd_addr_handshake) begin
            r_arready <= 1'b0;
        end
        else if (w_rd_data_handshake) begin
            r_arready <= 1'b1;
        end
        else begin
            r_arready <= r_arready;
        end
    end
    always @(posedge iClock) begin
        if (iReset) begin
            r_rvalid <= 1'b0;
        end
        else if (w_rd_addr_handshake) begin
            r_rvalid <= 1'b1;
        end
        else if (w_rd_data_handshake) begin
            r_rvalid <= 1'b0;
        end
        else begin
            r_rvalid <= r_rvalid;
        end
    end
    always @(posedge iClock) begin
        if (iReset) begin
            r_awready <= 1'b1;
        end
        else if (w_wr_addr_handshake) begin
            r_awready <= 1'b0;
        end
        else if (w_wr_data_handshake) begin
            r_awready <= 1'b1;
        end
        else begin
            r_awready <= r_awready;
        end
    end
    always @(posedge iClock) begin
        if (iReset) begin
            r_wready <= 1'b1;
        end
        else if (w_wr_data_handshake) begin
            r_wready <= 1'b0;
        end
        else if (w_wr_resp_handshake) begin
            r_wready <= 1'b1;
        end
        else begin
            r_wready <= r_awready;
        end
    end
    always @(posedge iClock) begin
        if (iReset) begin
            r_bvalid <= 1'b0;
        end
        else if (w_wr_data_handshake) begin
            r_bvalid <= 1'b1;
        end
        else if (w_wr_resp_handshake) begin
            r_bvalid <= 1'b0;
        end
        else begin
            r_bvalid <= r_bvalid;
        end
    end
endmodule
### flow/run.sh
#!/bin/bash
# OpenROAD 26Q1-2900-gdf79404cd8, Yosys 0.63+post, stock flow scripts
make -C /OpenROAD-flow-scripts/flow DESIGN_CONFIG=/design/flow/config.mk WORK_HOME=/design/flow/orfs finish
==> run notes <==
run results: P_int=0.747 mW, OpenROAD warnings=29, crit path kind=reg -> out, critical-path cell list=dlygate4sd2_1, run status=complete, no violations, Distinct cells, synth=11, vias in the first global route=886, die width=226 microns, cycle use final=0.907, post-layout min period=997 ps, Placement Setup Slack=-45.3 ps, Max Cap Viol=0, Syn Inst Count=287, DR vias/cell=1.23, CTS HTree Levels=1, Detail Route Antenna Nets=0, synth top area cells=buf_4 (92%), dfxtp_1 (4.6%), nand2b_1 (0.86%), yosys warns=1, P_sw=0.157 mW, core area=41900 sq um, Sequential Power Share=0.231, starting density of the core=0.0523, Gate power share=0.111, Sw Share=0.174, FILL cells=4963, first-pass GRT wire length=10100 microns, die height=226 microns, CTS tree=done, Synth area leader=buf_4, post-route setup TNS=0 ps, Clock Latency Late Sink=230 ps, ant diodes=0, Root Driver=clkbuf_16, final setup vio count=0, most frequent cells after synthesis=buf_4 (268), dfxtp_1 (5), nand2b_1 (3), Power Density=823 nW/um^2, worst hold path type=in -> out, # IOs=548, worst-case clock buffer depth=2, Final Routed Wirelength=8960 microns, register share after synthesis=0.0457, number of port buffers=11, Max-area cell share=0.918, Setup crit start kind=register, Crit Path Max Fanout=2, Row Count=75, RePlAce Congestion=0.672, Tot GR Track Use=0.0313, Setup crit end kind=output pin, DR WL/cell=15.4 microns, Mapped Area=2190 sq um, Yosys chip area=2190 sq um, Post-Layout Inst Area=1100 sq um, Max Freq=1000 MHz, Final Power=0.904 mW, DR iter-0 viols=8, drc violations=0, CP top delay family=flip-flops, Data required, critical path=880 ps, ys async rst share=0, CP max stage cell=dfxtp_2, Num CTS Buffers=3, crit path DAT=780 ps, placed cell areas=998 sq um, post-DP HPWL=7320 microns, Max Slew Vio Count=0, Final Hold Violation Tally=0, Dominant Register Cell=dfxtp_1, worst clock skew=1.66 ps, antenna violations before repair=0, total number of vias=715, layout cell share with drive strength beyond 1=0.326, Sinks on Clock Net=5, ys cells=287, Congestion Overflow GR=0, Final Worst Setup Slack=103 ps, Flops after synth=5, clock network fraction of total power=0.658, Post-synth EDFFs=0, CP Buf/Inv Count=1, largest net degree at the start of global routing=4, Avg Cell Area, Syn=7.64 sq um, P&R area growth vs syn=-49.9%, max incr delay on CP=310 ps, 1st-pass router iterations=4, leakage power=0.203 nW, Max VDD drop=593 uV, RSZ-0062 raised after global routing=no, most frequent cell after synthesis=buf_4, full die area=51100 sq um, Clk pin slew, worst setup/hold paths=30 ps
[sequential cells by signal, indices dropped and copies added, names as in the netlist]
register,count
r_arready,1
r_awready,1
r_bvalid,1
r_rvalid,1
r_wready,1
[power groups by stage]
stage         Clock (mW)  Combinational (mW)  Sequential [mW]
CTS                0.602               0.101            0.209
global route       0.619               0.112            0.211
finish             0.595               0.100            0.209
[timing repair]
action	in CTS	in global routing
setup endpoints to repair	5	0
gates resized	9	0
setup buffers	3	0
hold buffers	0	0
[layer usage]
layer	part of all wire	wire length (microns)	GRT usage	vias to the layer above
met5	0	0	0	-
met3	0.37	3360	0.0519	156
met4	0.25	2220	0.0734	0
met2	0.27	2390	0.0249	276
met1	0.11	1000	0.0108	175
li1	-	-	-	108
[final timing paths]
check	slack, ps	to	depth (start not counted)	start
max	100	pAXI4_r_valid	1	r_rvalid$_SDFFE_PP0P_
min	440	oRdAddr[11]	0	pAXI4_ar_bits_addr[11]
max reg2reg	240	r_arready$_SDFFE_PP1P_	3	r_rvalid$_SDFFE_PP0P_
min reg2reg	540	r_wready$_SDFF_PP1_	2	r_wready$_SDFF_PP1_
[logic make-up (layout without fill, tap and decap cells)]
| kind of cell | after synthesis | count (layout) | share of synthesized area |
|---|---|---|---|
| AND-OR/OR-AND | 7 | 7 | 0.0211 |
| AND/OR/NAND/NOR | 5 | 5 | 0.0120 |
| flip-flops | 5 | 5 | 0.0457 |
| buffers and inverters | 269 | 22 | 0.920 |
| other | 1 | 4 | 0.00171 |
[per-stage QoR]
step / util / hold WS (ps) / std cells
CTS: 0.0262 / 440 / 582
floorplan: - / 289 / 290
finish: 0.0262 / 440 / 582
global placement: 0.0238 / 440 / 575
detailed placement: 0.0238 / 440 / 575
global route: 0.0262 / 440 / 582
[layout by cell type, fill, tap and decap left out, drive strengths merged]
master / count
clkdlybuf4s50: 6
buf: 6
dlygate4sd2: 5
dfxtp: 5
conb: 4
clkbuf: 4
nand2b: 3
nand2: 2
a21oi: 2
a21o: 2
inv: 1
o211ai: 1
a211oi: 1
a31oi: 1
[final cells by class]
type                            instances  area [sq um]  area share
Inverter                                1          3.75     0.00342
Timing Repair Buffer                   17           149       0.136
Multi-Input combinational cell         16          87.6      0.0797
Tap cell                              539           674       0.614
Sequential cell                         5           105      0.0957
Clock buffer                            4          78.8      0.0718
[worst reg2reg max path, cell delays in order, from the launching register on]
cell and delay, ps:
dfxtp_2 310, buf_4 130, a21o_1 140, a21o_1 160
No activity file was given, so power comes from the tool's default toggle rates.
